--- flow/config.mk ---
export PLATFORM = sky130hd
export DESIGN_NAME = bin2dec_duty
export DESIGN_NICKNAME = bin2dec_duty
export VERILOG_FILES = /design/flow/design.v
export SDC_FILE = /design/flow/constraint.sdc
export NUM_CORES = 4
export LEC_CHECK = 1
export CORE_AREA = 10 10 75 75
export DIE_AREA = 0 0 85 85
--- flow/constraint.sdc ---
current_design bin2dec_duty

set clk_period 1.0
set clk_io_pct 0.2

create_clock -name clk0 -period $clk_period [get_ports {clk_50M}]

set non_clock_inputs [all_inputs -no_clocks]
set_input_delay [expr $clk_period * $clk_io_pct] -clock clk0 $non_clock_inputs
set_output_delay [expr $clk_period * $clk_io_pct] -clock clk0 [all_outputs]
--- flow/design.v ---
`timescale 10 ns/1 ns
module bin2dec_duty
(
  input clk_50M, 
  input rst, 
  input [6:0]duty_bin,  
  output reg [7:0] duty_number
);
reg[18:0] temp_duty_bin;
always @ (posedge clk_50M or negedge rst)  begin
    if(!rst) begin
        temp_duty_bin = 0;
        duty_number = 0;
    end
    else if(duty_bin!=0) begin
        temp_duty_bin = 0;
        temp_duty_bin[6:0] = duty_bin;
        repeat(7) begin
            if(temp_duty_bin[10:7]>4)
                temp_duty_bin[10:7] = temp_duty_bin[10:7] + 2'b11;
            if(temp_duty_bin[14:11]>4)
                temp_duty_bin[14:11] = temp_duty_bin[14:11] + 2'b11;
            if(temp_duty_bin[18:15]>4)
                temp_duty_bin[18:15] = temp_duty_bin[18:15] + 2'b11;
            temp_duty_bin = temp_duty_bin<<1;   
        end
        duty_number = temp_duty_bin[14:7];
    end
    else begin
        duty_number = 0;
    end
end
endmodule
--- flow/run.sh ---
#!/bin/bash
# OpenROAD 26Q1-2900-gdf79404cd8, Yosys 0.63+post, stock flow scripts
make -C /OpenROAD-flow-scripts/flow DESIGN_CONFIG=/design/flow/config.mk WORK_HOME=/design/flow/orfs finish
==> impl_metrics.env <==
# physical design summary
export IMPL_finalInstanceArea_mm2=0.00153
export IMPL_post_route_period_util_pct=251
export IMPL_cts_sinks=8
export IMPL_transition_time_at_the_pin_with_the_least_slew_margin_ns=0.325
export IMPL_drt_pass1_iter_count=4
export IMPL_core_area_mm2=0.00406
export IMPL_unrepaired_setup_endpoints_after_global_routing="yes"
export IMPL_grt_start_max_net_pins=13
export IMPL_final_hold_violation_count=0
export IMPL_worst_setup_path_type="in2reg"
export IMPL_antenna_found_initial=0
export IMPL_fp_utilization_pct=22.6
export IMPL_arrival_ns=2.62
export IMPL_max_slew_margin_pct=78.3
export IMPL_achievable_frequency_mhz=398
export IMPL_log_warning_count=30
export IMPL_critical_path_startpoint_type="input pin"
export IMPL_dp_worst_setup_slack_ns=-2.35
export IMPL_layout_setup_ws_ns=-1.51
export IMPL_cts_htree_levels=1
export IMPL_power_share_combinational_pct=51.4
export IMPL_gp_congestion=0.806
export IMPL_worst_setup_path_startpoint="duty_bin[5]"
export IMPL_num_rows=23
export IMPL_ys_area_um2=917
export IMPL_drc=0
export IMPL_tritoncts="done"
export IMPL_edf_count=0
export IMPL_clk_path_buf_depth=2
export IMPL_slew_violations=0
export IMPL_detailedPlacementHpwl_mm=1.80
export IMPL_cell_internal_pwr_w=0.00110
export IMPL_power_switching_w=0.000462
export IMPL_synth_top_flop_cell="sky130_fd_sc_hd__dfrtp_1"
export IMPL_share_of_cells_above_drive_strength_1_pct=44.5
export IMPL_relative_contribution_of_sequential_cells_to_total_power_pct=25.2
export IMPL_asyncSetResetFlopFracSynth_pct=100
export IMPL_die_size_y_um=85
export IMPL_numCtsBuffers=3
export IMPL_most_frequent_logic_cell_in_the_layout="sky130_fd_sc_hd__buf_4"
export IMPL_ys_seq_share_pct=21.8
export IMPL_post_layout_total_power_w=0.00157
export IMPL_ctsRootBufferMaster="sky130_fd_sc_hd__clkbuf_8"
export IMPL_vdd_ir_drop_worst_mv=0.279
export IMPL_hold_path_class="in2async"
export IMPL_vias_per_cell=4.82
export IMPL_grt_pass1_wl_mm=3.95
export IMPL_critical_path_max_fanout=7
export IMPL_wirelength_mm=2.38
export IMPL_power_switching_share_pct=29.5
export IMPL_antenna_violating_nets_post_route=0
export IMPL_drv_cap=0
export IMPL_p_clk_share_pct=23.4
export IMPL_clk_pin_slew_ns=0.04
export IMPL_yosysWarningCount=1
export IMPL_post_synth_num_cell_types=51
export IMPL_number_of_global_route_vias_before_repair=915
export IMPL_worst_setup_path_end_kind="flop"
export IMPL_pwr_density_cell_mw_per_mm2=1020
export IMPL_setup_violations=7
export IMPL_power_leakage_nw=0.657
export IMPL_status="finished, violations left"
export IMPL_detail_route_wl_per_cell_um=11.6
export IMPL_placed_area_mm2=0.00135
export IMPL_yosysCellCount=108
export IMPL_die_x_um=85
export IMPL_ys_seq_elements=8
export IMPL_layout_top_cells_excl_fill_tap="sky130_fd_sc_hd__buf_4 (38), sky130_fd_sc_hd__dfrtp_1 (8), sky130_fd_sc_hd__clkdlybuf4s15_1 (8), sky130_fd_sc_hd__nand2_1 (7)"
export IMPL_drt_iter0_drc=87
export IMPL_synthCells=108
export IMPL_netlist_area_um2=917
export IMPL_area_growth_synth_to_final_pct=67.3
export IMPL_violations="negative setup slack"
export IMPL_finalSetupTns_ns=-8.59
export IMPL_global_route_usage_total_pct=6.05
export IMPL_detail_route_antenna_diodes=0
export IMPL_flip_flop_count_of_the_largest_register_after_layout=8
export IMPL_holdBufCountCts=0
export IMPL_vias=989
export IMPL_numPortBuffers=16
export IMPL_clock_period_minus_final_worst_setup_slack_ns=2.51
export IMPL_grt_overflow=0
export IMPL_design_portCount=17
export IMPL_worstPathRequired_ns=1.11
export IMPL_final_core_util_pct=37.8
export IMPL_dieArea_mm2=0.00723
export IMPL_syn_mean_instance_area_um2=8.49
[worst paths after layout]
check | end | cells after the start
worst min-delay path | duty_number[7] | 1
max in group asynchronous | duty_number[1] | 1
worst max-delay path | duty_number[1] | 14
min in group clk0 | duty_number[5] | 5
[critical path: stages]
cell                      delay [ns]
sky130_fd_sc_hd__buf_8          0.09
sky130_fd_sc_hd__inv_8          0.03
sky130_fd_sc_hd__ha_4           0.29
sky130_fd_sc_hd__and3b_1        0.15
sky130_fd_sc_hd__o31ai_1        0.06
sky130_fd_sc_hd__a221o_2        0.35
sky130_fd_sc_hd__a21oi_2        0.13
sky130_fd_sc_hd__nor2_2         0.04
sky130_fd_sc_hd__a31oi_2        0.17
sky130_fd_sc_hd__ha_2           0.23
sky130_fd_sc_hd__inv_2          0.04
sky130_fd_sc_hd__o211a_1        0.20
sky130_fd_sc_hd__a211o_1        0.32
sky130_fd_sc_hd__mux2_4         0.30
[power groups by stage]
stage,Sequential [W],Combinational (W),Clock (W)
4_1_cts,0.000396,0.000756,0.000383
5_1_grt,0.000399,0.000891,0.000395
6_report,0.000395,0.000805,0.000367
[synth_stat cells, drive strengths merged, types with 3 or more instances]
library cell  instances  area [um2]
buf                   9        63.8
o21ai                 9        45.0
dfrtp                 8         200
nor2                  8        30.0
nand2                 7        26.3
inv                   6        22.5
ha                    5        62.6
a21oi                 4        20.0
a2bb2oi               3        26.3
nor2b                 3        18.8
nor3                  3        20.0
[cell families after synthesis]
kind of cell,synth area share (%)
multiplexers,2.86
flip-flops,21.8
adder cells (fa/ha/maj),6.82
AND-OR/OR-AND,33.6
buffers and inverters,10.2
AND/OR/NAND/NOR,22.9
XOR/XNOR,1.77
[per-stage QoR]
step	std cells	hold WS (ns)
2_1_floorplan	108	-0.0956
3_3_place_gp	196	0.480
3_5_place_dp	196	0.486
4_1_cts	203	0.247
5_1_grt	205	0.280
6_report	205	0.242
[what timing repair did]
action | CTS | global route
buffers inserted | 4 | 2
gates resized | 44 | 11
setup endpoints to repair | 15 | 7
pin swaps | 13 | 11
[per-layer routing]
layer  track usage (%)  wire, um
met4             0.749        27
met1              8.21      1130
met5                 0         0
met3              1.64       169
met2              9.60      1050
[final cells by class]
type                    count  area [um2]
fillers                   376        2520
clock buffers               3        41.3
flip-flops and latches      8         200
inverters                   6        35.0
repair buffers             55         457
multi-input cells          83         738
well taps                  50        62.6
